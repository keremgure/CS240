### design/flow/design.v
module SimpleCPU(clk,rst,wrEn,data_fromRAM,addr_toRAM,data_toRAM,pCounter);
parameter SIZE = 13;
input clk,rst;
input wire [15:0] data_fromRAM;
output reg wrEn;
output reg [15:0] data_toRAM;
output reg [SIZE-1:0] addr_toRAM;
output reg [SIZE-1:0] pCounter;
reg [1:0] state,stateNxt;
reg [2:0] opcode,opcodeNxt;
reg [12:0] arg,argNxt;
reg [15:0] starArg,starArgNxt;
reg [SIZE-1:0] pCounterNxt;
reg [15:0] W,WNxt;
always @(posedge clk) begin
    state <= #1 stateNxt;
    pCounter <= #1 pCounterNxt;
    opcode <= #1 opcodeNxt;
    arg <= #1 argNxt;
    starArg <= #1 starArgNxt;
    W <= #1 WNxt;
end
always @(*) begin
    stateNxt = state+1;
    pCounterNxt = pCounter;
    opcodeNxt = opcode;
    argNxt = arg;
    starArgNxt = starArg;
    WNxt = W;
    wrEn = 0;
    addr_toRAM = 13'bx;
    data_toRAM = 16'bx;
    if(rst)begin
        stateNxt = 0;
        opcodeNxt = 0;
        argNxt = 0;
        starArgNxt = 0;
        WNxt = 0;
        data_toRAM = 0;
        pCounterNxt = 0;
        addr_toRAM = 0;
        wrEn = 0;
    end else begin
        case(state)
            0:begin
                {opcodeNxt,argNxt} = data_fromRAM;
                if(argNxt == 0)
                    addr_toRAM = 4;
                else
                    addr_toRAM = argNxt;
            end
            1:begin
                starArgNxt = data_fromRAM;  
					 addr_toRAM = arg;
                if(arg == 0)
                    addr_toRAM = starArgNxt;  
            end
            2:begin
						  starArgNxt = data_fromRAM;
                wrEn = (opcode == 3'b110) ? 1 : 0;
                addr_toRAM = (arg == 0) ? starArg : arg;  
                pCounterNxt = pCounter +1;
                case(opcode)
                    3'b000: WNxt = W + starArgNxt;
                    3'b001: WNxt = ~(W & starArgNxt);
                    3'b010: WNxt = (starArgNxt <= 16) ? (W >> starArgNxt) : (W << (starArgNxt - 16));
                    3'b011: WNxt = (W < starArgNxt);
                    3'b101: WNxt = starArgNxt;
                    3'b110: data_toRAM = W;
                    3'b111: WNxt = starArgNxt * W;
                    3'b100: pCounterNxt = (W == 0) ? starArgNxt : pCounter+1;
                endcase
            end
            3:begin addr_toRAM = pCounter;stateNxt = 0;end
            default:begin 
                  stateNxt = 0;
                  opcodeNxt = 0;
                  argNxt = 0;
                  starArgNxt = 0;
                  WNxt = 0;
                  data_toRAM = 0;
                  pCounterNxt = 0;
                  addr_toRAM = 0;
                  wrEn = 0;
                end
        endcase
    end
end
endmodule
### design/flow/run.sh
#!/bin/bash
# OpenROAD 26Q1-2900-gdf79404cd8, Yosys 0.63+post, stock flow scripts
make -C /OpenROAD-flow-scripts/flow DESIGN_CONFIG=/design/flow/config.mk WORK_HOME=/design/flow/orfs finish
### design/flow/config.mk
export PLATFORM = sky130hd
export DESIGN_NAME = SimpleCPU
export DESIGN_NICKNAME = SimpleCPU
export VERILOG_FILES = /design/flow/design.v
export SDC_FILE = /design/flow/constraint.sdc
export NUM_CORES = 4
export LEC_CHECK = 1
export CORE_UTILIZATION = 40
### design/flow/constraint.sdc
current_design SimpleCPU

set clk_period 10.5
set clk_io_pct 0.2

create_clock -name clk0 -period $clk_period [get_ports {clk}]

set non_clock_inputs [all_inputs -no_clocks]
set_input_delay [expr $clk_period * $clk_io_pct] -clock clk0 $non_clock_inputs
set_output_delay [expr $clk_period * $clk_io_pct] -clock clk0 [all_outputs]
==> metrics.txt <==
# HELP chip_impl_metric Metrics from one implementation run
# TYPE chip_impl_metric gauge
chip_impl_metric{name="final_cell_area",unit="µm²"} 11200
chip_impl_metric{name="fmaxAchievable",unit="MHz"} 127
chip_impl_info{name="yosys_most_used_dff",value="sky130_fd_sc_hd__dfxtp_1"} 1
chip_impl_metric{name="post-cts-setup-buffer-count",unit=""} 0
chip_impl_metric{name="clock-skew-final",unit="ns"} 0.00821
chip_impl_metric{name="fin_setup_tns",unit="ns"} 0
chip_impl_info{name="critical_path_class",value="primary input to register"} 1
chip_impl_info{name="cp-end-kind",value="register"} 1
chip_impl_info{name="crit_path_start_kind",value="primary input"} 1
chip_impl_metric{name="postCtsResizedCells",unit=""} 0
chip_impl_metric{name="cp_data_required_time",unit="ns"} 10.73
chip_impl_metric{name="fin_total_pwr",unit="mW"} 1.21
chip_impl_metric{name="layout.core_utilization",unit=""} 0.458
chip_impl_metric{name="timing_max_transition_violations_final",unit=""} 0
chip_impl_info{name="path_class_of_the_lowest_slack_min_delay_path",value="register to register"} 1
chip_impl_metric{name="drt_first_pass_iters",unit=""} 5
chip_impl_metric{name="die_x",unit="µm"} 160
chip_impl_metric{name="clock_insertion_delay_worst_skew",unit="ns"} 0.33
chip_impl_metric{name="top_ports",unit=""} 61
chip_impl_metric{name="clock_sink_count",unit=""} 60
chip_impl_metric{name="antennaDiodeCount",unit=""} 0
chip_impl_metric{name="synth_seq_share",unit=""} 0.120
chip_impl_metric{name="grt_pass1_wl",unit="µm"} 56400
chip_impl_metric{name="yosysUniqueCellTypes",unit=""} 63
chip_impl_metric{name="worst_hold_slack",unit="ns"} 0.475
chip_impl_metric{name="final.min_clock_period",unit="ns"} 7.88
chip_impl_metric{name="cts_made_buffers",unit=""} 9
chip_impl_metric{name="post_synth_inst_count",unit=""} 1342
chip_impl_metric{name="yosys_area",unit="µm²"} 10000
chip_impl_metric{name="maxCapViolCount",unit=""} 0
chip_impl_metric{name="ir_worst_vdd",unit="mV"} 0.116
chip_impl_metric{name="setup_slack",unit="ns"} 2.62
chip_impl_metric{name="num_rows",unit=""} 57
chip_impl_metric{name="die_outline_area",unit="µm²"} 25800
chip_impl_metric{name="hold_fails_final_rpt",unit=""} 0
chip_impl_info{name="outcome",value="finished, final reports clean"} 1
chip_impl_metric{name="htree_levels",unit=""} 3
chip_impl_metric{name="cts_hold_buffers",unit=""} 0
chip_impl_metric{name="cp.arrival",unit="ns"} 8.11
chip_impl_metric{name="tool_warnings",unit=""} 47
chip_impl_metric{name="max_slew.worst_pin.slew",unit="ns"} 0.838
chip_impl_metric{name="stdcell_count",unit=""} 1681
chip_impl_info{name="most_instantiated_logic_cells_after_routing",value="157 x sky130_fd_sc_hd__inv_1, 153 x sky130_fd_sc_hd__nand2_1, 123 x sky130_fd_sc_hd__nor2_1"} 1
chip_impl_metric{name="dieHeight",unit="µm"} 160
chip_impl_metric{name="detailed_place.area",unit="µm²"} 10900
chip_impl_metric{name="cts_max_path_buffers",unit=""} 2
chip_impl_metric{name="clock_pin_slew_on_the_worst_setup_and_hold_paths",unit="ns"} 0.06
chip_impl_metric{name="dp.final_hpwl",unit="µm"} 26700
chip_impl_metric{name="ys_seq_elements",unit=""} 60
chip_impl_info{name="clk_root_buffer_cell",value="sky130_fd_sc_hd__clkbuf_16"} 1
chip_impl_metric{name="antenna_found_initial",unit=""} 0
chip_impl_metric{name="power.density_cell_area",unit="nW/µm²"} 108
chip_impl_metric{name="totalWireLength",unit="µm"} 36600
chip_impl_metric{name="globalplace.congestion",unit=""} 1.06
chip_impl_metric{name="design.core.area",unit="µm²"} 24500
chip_impl_metric{name="drt-initial-drc-count",unit=""} 777
chip_impl_metric{name="critPathMaxFanout",unit=""} 13
chip_impl_info{name="topCellsByArea",value="sky130_fd_sc_hd__fa_1 16%, sky130_fd_sc_hd__dfxtp_1 12%, sky130_fd_sc_hd__ha_1 11%"} 1
chip_impl_metric{name="portBuffers",unit=""} 60
chip_impl_metric{name="number_of_global_route_vias_before_repair",unit=""} 9329
chip_impl_metric{name="overflow",unit=""} 0
chip_impl_metric{name="enable_flop_cells",unit=""} 0
chip_impl_metric{name="yosys.area.top_type_share",unit=""} 0.161
chip_impl_metric{name="yosys_cells",unit=""} 1342
chip_impl_metric{name="vias",unit=""} 9705
chip_impl_metric{name="post-place-cells",unit=""} 1665
chip_impl_metric{name="initial_core_util",unit=""} 0.411
chip_impl_info{name="area_leader_netlist",value="sky130_fd_sc_hd__fa_1"} 1
chip_impl_metric{name="routedWlPerCell",unit="µm"} 21.8
chip_impl_metric{name="n_fill_cell",unit=""} 2444
chip_impl_metric{name="netlist_area",unit="µm²"} 10000
chip_impl_metric{name="global_route.usage.total",unit=""} 0.299
chip_impl_metric{name="post_route_cells_drive_above_1_share",unit=""} 0.0553
chip_impl_info{name="rsz0062_at_grt",value="false"} 1
chip_impl_info{name="cts_tree",value="built"} 1
chip_impl_metric{name="syn-mean-instance-area",unit="µm²"} 7.49
chip_impl_metric{name="max-slew-margin-rel",unit=""} 0.427
chip_impl_metric{name="place_ws",unit="ns"} 2.30
chip_impl_metric{name="final_min_period_over_clock_period",unit=""} 0.750
chip_impl_metric{name="synth.yosys.warnings",unit=""} 1
chip_impl_metric{name="pin_count_of_the_biggest_net_entering_global_routing",unit=""} 68
chip_impl_metric{name="route.detailed.drc",unit=""} 0
chip_impl_metric{name="post_drt_via_cell_ratio",unit=""} 5.77
chip_impl_metric{name="count_of_nets_left_with_antenna_violations_after_detail_routing",unit=""} 0
chip_impl_metric{name="setup_viol",unit=""} 0
chip_impl_metric{name="synth-async-reset-ratio",unit=""} 0
chip_impl_metric{name="syn2layout_area_growth",unit="%"} 11.5
chip_impl_info{name="layout_top_cell",value="sky130_fd_sc_hd__inv_1"} 1
chip_impl_metric{name="power.static_leakage",unit="nW"} 4.89
## layout make-up
cell class                 instances  area (µm²)  share of cell area
clock inverter                     6        40.0             0.00357
sequential                        60        1200               0.107
multi-input combinational       1027        7880               0.703
inverter                         158         593              0.0529
tap                              324         405              0.0362
clock buffer                      10         239              0.0213
timing repair buffer              96         851              0.0759
## state kept, by name (all words and copies together), names as in the netlist
name and cells:
W 16, arg 13, pCounter 13, starArg 13, opcode 3, state 2
## layer usage
| layer | vias up | track usage | part of all wire |
|---|---|---|---|
| met3 | 81 | 0.0830 | 0.096 |
| met2 | 522 | 0.426 | 0.42 |
| met1 | 4583 | 0.443 | 0.44 |
| met5 | - | 0 | 0 |
| met4 | 0 | 0.106 | 0.039 |
| li1 | 4519 | - | - |
## synthesized netlist by cell type, drive strengths merged (11+ instances only)
| cell type | number |
|---|---|
| a31oi | 11 |
| nand2b | 18 |
| nand2 | 153 |
| o22ai | 16 |
| a22oi | 16 |
| a211oi | 12 |
| dfxtp | 60 |
| nor3 | 23 |
| nand3 | 15 |
| xnor2 | 38 |
| ha | 90 |
| o21ai | 94 |
| mux2i | 51 |
| inv | 157 |
| xor2 | 13 |
| nor2 | 124 |
| a21oi | 78 |
| fa | 81 |
| and2 | 49 |
| clkbuf | 79 |
| buf | 18 |
| nor2b | 20 |
## critical path: stages
cell and delay (ns):
sky130_fd_sc_hd__clkdlybuf4s50_1 0.76, sky130_fd_sc_hd__inv_1 0.37, sky130_fd_sc_hd__nor2_1 0.13, sky130_fd_sc_hd__fa_1 0.55, sky130_fd_sc_hd__inv_1 0.05, sky130_fd_sc_hd__fa_1 0.45
sky130_fd_sc_hd__fa_1 0.45, sky130_fd_sc_hd__fa_1 0.49, sky130_fd_sc_hd__inv_1 0.06, sky130_fd_sc_hd__fa_1 0.54, sky130_fd_sc_hd__inv_1 0.05, sky130_fd_sc_hd__fa_1 0.48
sky130_fd_sc_hd__inv_1 0.04, sky130_fd_sc_hd__ha_1 0.34, sky130_fd_sc_hd__and3_1 0.17, sky130_fd_sc_hd__a211oi_1 0.34, sky130_fd_sc_hd__a21oi_1 0.13, sky130_fd_sc_hd__xor2_1 0.16
sky130_fd_sc_hd__a221o_1 0.34, sky130_fd_sc_hd__o21a_1 0.10
## cells by family (layout without fill, tap and decap cells)
kind of cell	count (synthesis)	after routing	synth area share
AND-OR/OR-AND	291	291	0.178
XOR/XNOR	51	51	0.0445
adder cells (fa/ha/maj)	171	171	0.273
buffers and inverters	255	270	0.0964
flip-flops	60	60	0.120
multiplexers	64	64	0.0766
AND/OR/NAND/NOR	450	450	0.211
## final timing paths
kind | from | endpoint | slack [ns] | depth (start not counted)
worst max-delay path | data_fromRAM[8] | W[14]$_SDFFE_PP0P_ | 2.62 | 20
worst min register to register | state[0]$_SDFF_PP0_ | state[0]$_SDFF_PP0_ | 0.47 | 1
worst max register to register | W[3]$_SDFFE_PP0P_ | W[14]$_SDFFE_PP0P_ | 4.58 | 18
worst min-delay path | state[0]$_SDFF_PP0_ | state[0]$_SDFF_PP0_ | 0.47 | 1
## power by group
| group | switching [mW] | internal [mW] |
|---|---|---|
| logic | 0.391 | 0.260 |
| clock network | 0.117 | 0.166 |
| registers | 0.0303 | 0.250 |
| total | 0.538 | 0.675 |
Power is estimated from default activity; no workload was simulated.
