File: flow/config.mk
export PLATFORM = sky130hd
export DESIGN_NAME = blram
export DESIGN_NICKNAME = blram
export VERILOG_FILES = /design/flow/design.v
export SDC_FILE = /design/flow/constraint.sdc
export NUM_CORES = 4
export LEC_CHECK = 1
export CORE_UTILIZATION = 30
export SYNTH_MEMORY_MAX_BITS = 65536
File: flow/constraint.sdc
current_design blram

set clk_period 58.7
set clk_io_pct 0.2

create_clock -name clk0 -period $clk_period [get_ports {clk}]

set non_clock_inputs [all_inputs -no_clocks]
set_input_delay [expr $clk_period * $clk_io_pct] -clock clk0 $non_clock_inputs
set_output_delay [expr $clk_period * $clk_io_pct] -clock clk0 [all_outputs]
File: flow/design.v
module blram(clk, rst, i_we, i_addr, i_ram_data_in, o_ram_data_out);
parameter SIZE = 10, DEPTH = 1024;
input clk; 
input rst;
input i_we;
input [SIZE-1:0] i_addr;
input [15:0] i_ram_data_in;
output reg [15:0] o_ram_data_out;
reg [15:0] memory[0:DEPTH-1];
always @(posedge clk) begin
  o_ram_data_out <= #1 memory[i_addr[SIZE-1:0]];
  if (i_we)
		memory[i_addr[SIZE-1:0]] <= #1 i_ram_data_in;
end 
initial begin
  memory[0] = 16'hA002;
memory[1] = 16'h8003;
memory[2] = 16'h0000;
memory[3] = 16'h0005;
memory[4] = 16'h0000;
memory[5] = 16'hA0CA;
memory[6] = 16'hC0C9;
memory[7] = 16'hA002;
memory[8] = 16'h8009;
memory[9] = 16'h000B;
memory[10] = 16'h0005;
memory[11] = 16'hA00A;
memory[12] = 16'hC0CB;
memory[13] = 16'hA0CC;
memory[14] = 16'h40CD;
memory[15] = 16'hC0CC;
memory[16] = 16'hA0CE;
memory[17] = 16'h40CF;
memory[18] = 16'hC0CE;
memory[19] = 16'hA002;
memory[20] = 16'h8015;
memory[21] = 16'h0017;
memory[22] = 16'h0002;
memory[23] = 16'hA0D0;
memory[24] = 16'h4016;
memory[25] = 16'hC0D0;
memory[26] = 16'hA002;
memory[27] = 16'h801C;
memory[28] = 16'h001E;
memory[29] = 16'h0014;
memory[30] = 16'hA0D1;
memory[31] = 16'h401D;
memory[32] = 16'hC0D1;
memory[33] = 16'hA0D2;
memory[34] = 16'h20D3;
memory[35] = 16'hC0D2;
memory[36] = 16'hA0D2;
memory[37] = 16'h20D2;
memory[38] = 16'hC0D2;
memory[39] = 16'hA0D4;
memory[40] = 16'h20D5;
memory[41] = 16'hC0D4;
memory[42] = 16'hA0D4;
memory[43] = 16'h20D4;
memory[44] = 16'hC0D4;
memory[45] = 16'hA002;
memory[46] = 16'h802F;
memory[47] = 16'h0031;
memory[48] = 16'h0004;
memory[49] = 16'hA030;
memory[50] = 16'h20D6;
memory[51] = 16'hC0D6;
memory[52] = 16'hA0D6;
memory[53] = 16'h20D6;
memory[54] = 16'hC0D6;
memory[55] = 16'hA002;
memory[56] = 16'h8039;
memory[57] = 16'h003B;
memory[58] = 16'h0006;
memory[59] = 16'hA03A;
memory[60] = 16'h20D7;
memory[61] = 16'hC0D7;
memory[62] = 16'hA0D7;
memory[63] = 16'h20D7;
memory[64] = 16'hC0D7;
memory[65] = 16'hA0D8;
memory[66] = 16'h60DB;
memory[67] = 16'hC0D8;
memory[68] = 16'hA0D9;
memory[69] = 16'h60DB;
memory[70] = 16'hC0D9;
memory[71] = 16'hA0DA;
memory[72] = 16'h60DB;
memory[73] = 16'hC0DA;
memory[74] = 16'hA002;
memory[75] = 16'h804C;
memory[76] = 16'h004E;
memory[77] = 16'h0004;
memory[78] = 16'hA0DC;
memory[79] = 16'h604D;
memory[80] = 16'hC0DC;
memory[81] = 16'hA002;
memory[82] = 16'h8053;
memory[83] = 16'h0055;
memory[84] = 16'h0004;
memory[85] = 16'hA0DD;
memory[86] = 16'h6054;
memory[87] = 16'hC0DD;
memory[88] = 16'hA002;
memory[89] = 16'h805A;
memory[90] = 16'h005C;
memory[91] = 16'h0004;
memory[92] = 16'hA0DE;
memory[93] = 16'h605B;
memory[94] = 16'hC0DE;
memory[95] = 16'hA0DF;
memory[96] = 16'h00E0;
memory[97] = 16'hC0DF;
memory[98] = 16'hA002;
memory[99] = 16'h8064;
memory[100] = 16'h0066;
memory[101] = 16'h0001;
memory[102] = 16'hA065;
memory[103] = 16'h00E0;
memory[104] = 16'hC0E0;
memory[105] = 16'hA0E1;
memory[106] = 16'hE0E2;
memory[107] = 16'hC0E1;
memory[108] = 16'hA002;
memory[109] = 16'h806E;
memory[110] = 16'h0070;
memory[111] = 16'h0003;
memory[112] = 16'hA06F;
memory[113] = 16'hE0E3;
memory[114] = 16'hC0E3;
memory[115] = 16'hA0E4;
memory[116] = 16'h80E5;
memory[117] = 16'hA002;
memory[118] = 16'h8077;
memory[119] = 16'h0079;
memory[120] = 16'h0003;
memory[121] = 16'hA078;
memory[122] = 16'hC0E6;
memory[123] = 16'hA0E7;
memory[124] = 16'h80E8;
memory[125] = 16'hA002;
memory[126] = 16'h807F;
memory[127] = 16'h0081;
memory[128] = 16'h0003;
memory[129] = 16'hA080;
memory[130] = 16'hC0E9;
memory[131] = 16'hA002;
memory[132] = 16'h8085;
memory[133] = 16'h0087;
memory[134] = 16'h0003;
memory[135] = 16'hA086;
memory[136] = 16'h00EA;
memory[137] = 16'hC004;
memory[138] = 16'hA002;
memory[139] = 16'h8004;
memory[140] = 16'hA002;
memory[141] = 16'h808D;
memory[142] = 16'h0090;
memory[143] = 16'h0002;
memory[144] = 16'hA08F;
memory[145] = 16'hC0EB;
memory[146] = 16'hA0ED;
memory[147] = 16'hC004;
memory[148] = 16'hA000;
memory[149] = 16'hC0EC;
memory[150] = 16'hA0EF;
memory[151] = 16'hC004;
memory[152] = 16'hA0F1;
memory[153] = 16'hC000;
memory[154] = 16'hA0F2;
memory[155] = 16'hC004;
memory[156] = 16'hA0F4;
memory[157] = 16'h0000;
memory[158] = 16'hC0F4;
memory[159] = 16'hA0F5;
memory[160] = 16'hC004;
memory[161] = 16'hA0F7;
memory[162] = 16'h2000;
memory[163] = 16'hC0F6;
memory[164] = 16'hA0F5;
memory[165] = 16'hC004;
memory[166] = 16'hA0F6;
memory[167] = 16'h2000;
memory[168] = 16'hC0F6;
memory[169] = 16'hA0F8;
memory[170] = 16'hC004;
memory[171] = 16'hA0F9;
memory[172] = 16'h4000;
memory[173] = 16'hC0F9;
memory[174] = 16'hA0FB;
memory[175] = 16'hC004;
memory[176] = 16'hA0FC;
memory[177] = 16'h4000;
memory[178] = 16'hC0FC;
memory[179] = 16'hA105;
memory[180] = 16'hC004;
memory[181] = 16'hA106;
memory[182] = 16'h8000;
memory[183] = 16'hA002;
memory[184] = 16'h80B9;
memory[185] = 16'h00BB;
memory[186] = 16'h0003;
memory[187] = 16'hA0C3;
memory[188] = 16'hC0BA;
memory[189] = 16'hA109;
memory[190] = 16'hC004;
memory[191] = 16'hA10A;
memory[192] = 16'h8000;
memory[193] = 16'hA002;
memory[194] = 16'h80C3;
memory[195] = 16'h00C5;
memory[196] = 16'h0003;
memory[197] = 16'hA0C4;
memory[198] = 16'hC10C;
memory[199] = 16'hA002;
memory[200] = 16'h810B;
memory[201] = 16'h0012;
memory[202] = 16'h0002;
memory[203] = 16'h000C;
memory[204] = 16'h0041;
memory[205] = 16'h0003;
memory[206] = 16'h0005;
memory[207] = 16'h0013;
memory[208] = 16'h0006;
memory[209] = 16'h0009;
memory[210] = 16'h0002;
memory[211] = 16'h0004;
memory[212] = 16'h0002;
memory[213] = 16'h0006;
memory[214] = 16'h0002;
memory[215] = 16'h0002;
memory[216] = 16'h0003;
memory[217] = 16'h0004;
memory[218] = 16'h0005;
memory[219] = 16'h0004;
memory[220] = 16'h0003;
memory[221] = 16'h0004;
memory[222] = 16'h0005;
memory[223] = 16'h0001;
memory[224] = 16'hFFFF;
memory[225] = 16'h0009;
memory[226] = 16'h0007;
memory[227] = 16'h0009;
memory[228] = 16'h0000;
memory[229] = 16'h007B;
memory[230] = 16'h0002;
memory[231] = 16'h0005;
memory[232] = 16'h0083;
memory[233] = 16'h0002;
memory[234] = 16'h008F;
memory[235] = 16'h0002;
memory[236] = 16'h0004;
memory[237] = 16'h00EE;
memory[238] = 16'h0005;
memory[239] = 16'h00F0;
memory[240] = 16'h0004;
memory[241] = 16'h0005;
memory[242] = 16'h00F3;
memory[243] = 16'h0003;
memory[244] = 16'h0004;
memory[245] = 16'h00F6;
memory[246] = 16'h0002;
memory[247] = 16'h0004;
memory[248] = 16'h00FA;
memory[249] = 16'h0041;
memory[250] = 16'h0003;
memory[251] = 16'h00FD;
memory[252] = 16'h0005;
memory[253] = 16'h0013;
memory[254] = 16'h00FF;
memory[255] = 16'h0003;
memory[256] = 16'h0101;
memory[257] = 16'h0004;
memory[258] = 16'h0103;
memory[259] = 16'h0005;
memory[260] = 16'h0004;
memory[261] = 16'h0107;
memory[262] = 16'h0000;
memory[263] = 16'h00BD;
memory[264] = 16'h0002;
memory[265] = 16'h010B;
memory[266] = 16'h0005;
memory[267] = 16'h012C;
memory[268] = 16'h0002;
memory[269] = 16'h010F;
memory[270] = 16'h0009;
memory[271] = 16'h0007;
memory[300] = 16'hA0FE;
memory[301] = 16'hC004;
memory[302] = 16'hA104;
memory[303] = 16'h6000;
memory[304] = 16'hC0FF;
memory[305] = 16'hA100;
memory[306] = 16'hC004;
memory[307] = 16'hA104;
memory[308] = 16'h6000;
memory[309] = 16'hC101;
memory[310] = 16'hA102;
memory[311] = 16'hC004;
memory[312] = 16'hA104;
memory[313] = 16'h6000;
memory[314] = 16'hC103;
memory[315] = 16'hA10D;
memory[316] = 16'hC004;
memory[317] = 16'hA10E;
memory[318] = 16'hE000;
memory[319] = 16'hC10E;
memory[320] = 16'hA002;
memory[321] = 16'h8142;
memory[322] = 16'h0141;
end 
endmodule
File: flow/run.sh
#!/bin/bash
# OpenROAD 26Q1-2900-gdf79404cd8, Yosys 0.63+post, stock flow scripts
make -C /OpenROAD-flow-scripts/flow DESIGN_CONFIG=/design/flow/config.mk WORK_HOME=/design/flow/orfs finish
==> run_results.csv <==
group,metric,value,unit
clock_network,cts-root-buf,"clkbuf_16",
grt,grt_max_degree,126,
route,drc,0,
route,num_vias,321290,
logic_synthesis,ys_area,626000,um^2
run_status,violations,"capacitance limit, slew limit",
sta,skew,127,ps
sta,slew-limit-headroom,-1.08,%
setup_path,slowest_stage,"nand4_1",
route,routedWlPerCell,28.4,um
logic_synthesis,ys_async_sr_fraction,0,%
clock_network,clock-sinks,16400,
setup_path,crit_top_cell,"buf_4",
grt,grt_pass1_wl,2520,mm
clock_network,cts_hold_buffers,0,
setup_path,critPathTopFamily,"buffers and inverters",
layout,area_delta_synth_final,15.9,%
min_path,min_path_type,"reg2reg",
grt,met1_usage,16.5,%
die,pin_count,45,
setup_path,cp-start-kind,"primary input",
run,tool_warnings,77,
logic_synthesis,ys_ff,16400,
logic_synthesis,synth-edff-count,16384,
route,drtIter0Drc,20365,
logic_synthesis,yosysSeqAreaShare,78.6,%
die,chipWidth,1.45,mm
setup_path,cp_max_fo,48,
clock_network,post_cts_resized,0,
die,core,2080000,um^2
sta,fin_crit_sh,35.5,%
placed_design,port_buffers,43,
layout,flop_area,492000,um^2
sta,tns,0,ps
run_status,status,"finished, violations left",
clock_network,cts_buffers,1704,
grt,grt_pass1_vias,343275,
layout,nFillCells,188299,
grt,use_met3,17.6,%
logic_synthesis,flop_cell,"edfxtp_1",
grt,gr-total-overflow,0,
route,drtPass1Iterations,10,
clock_network,cts-htree-levels,7,
die,core_util_floorplan,30.1,%
power_and_ir_drop,p_int,19200,uW
placed_design,placed_area,672000,um^2
logic_synthesis,ys_warn_count,1,
logic_synthesis,ys_cells,32148,
setup_path,crit_path_end_kind,"register",
setup_path,crit_required,59920,ps
power_and_ir_drop,netSwitchingPower,5090,uW
logic_synthesis,syn_avg_cell_area,19.5,um^2
grt,use_met2,26.6,%
route,wl,1810,mm
placed_design,gp_congestion,0.895,
placed_design,post-dp-hpwl,1120,mm
power_and_ir_drop,p_seq_share,53.2,%
clock_network,clk_pin_slew_worst_paths,60,ps
logic_synthesis,area_leaders,"edfxtp_1, mux2i_1, mux4_2, o22ai_1, nor2_1",
clock_network,clkLatencyLatePin,1350,ps
grt,top_usage_layer,"met2",
logic_synthesis,synth_area,626000,um^2
setup_path,path_cells,"buf_16, buf_4, buf_4, buf_4, buf_4, buf_4, buf_4, buf_4, buf_4, mux2i_1, o22ai_1, nor4_1, buf_4, o2111ai_1, nand4_1, nand4_1, or4_1, or3_1",
clock_network,cts_tree,"yes",
grt,grt_antenna_before_repair,176,
sta,rsz0062_at_grt,"no",
die,die_area,2090000,um^2
route,vias_per_cell,5.04,
run,drv_cap,2,
logic_synthesis,synthDominantCellAreaShare,78.6,%
sta,fin_crit,20860,ps
sta,hold_viol,0,
setup_path,max_stage_delay,1280,ps
clock_network,post-cts-setup-buffers,0,
power_and_ir_drop,combPwrFrac,4.5,%
layout,fin_area,726000,um^2
placed_design,dp_slack,37210,ps
setup_path,path_buffers,10,
sta,fmax,47.9,MHz
sta,setup_ws,37840,ps
power_and_ir_drop,vdd_drop_max,28.4,uV
logic_synthesis,synth_cell_types,64,
sta,setup_viol,0,
layout,drive_above_1_share,17.4,%
layout,postLayoutCoreUtil,34.9,%
power_and_ir_drop,clock_power_share,42.3,%
sta,holdWs,965,ps
layout,logic_area,126000,um^2
route,ant_nets,0,
sta,worst_pin_slew,1510,ps
setup_path,crit_type,"in2reg",
sta,slew_viol_final,20,
grt,grt_use_total,18.2,%
clock_network,clock_path_buffers,6,
logic_synthesis,netlist_instances,32148,
setup_path,cp.arrival,22080,ps
die,rows,530,
die,fp.dieH,1.45,mm
power_and_ir_drop,sw_frac_of_total,21.0,%
power_and_ir_drop,p_per_area,33.4,nW/um^2
power_and_ir_drop,p_leak,0.237,uW
logic_synthesis,top_area_cell,"edfxtp_1",
[layer usage]
| metal | part of all wire (%) | up-vias | wire, um |
|---|---|---|---|
| met5 | 0.50 | - | 8960 |
| met4 | 4.8 | 288 | 86200 |
| met3 | 21 | 3653 | 374000 |
| met2 | 45 | 21570 | 823000 |
| met1 | 29 | 158917 | 518000 |
| li1 | - | 136862 | - |
[cell type report]
class                      count  share of cell area [%]
antenna                      494                   0.170
clock buffer                2062                    6.13
clock inverter               946                    1.13
inverter                       2                 0.00207
multi-input combinational  13769                    17.4
sequential                 16400                    67.8
tap                        27664                    4.77
timing repair buffer        2388                    2.58
[cells in the final DEF (no fill, tap or decap), types with 22 or more instances in the layout]
master      synthesis  final
nand4_1            86     86
inv_6               0     22
or4_1              76     75
nand2_4             0     32
mux4_2           1384   1384
nor3_1            368    365
o21ai_0           520    520
or3_1              23     23
mux2i_1          5623   5623
clkinv_1            1    389
nor2_1           1568   1555
a22oi_1           345    345
clkbuf_1          951    332
buf_12              0     48
bufinv_16           0    139
edfxtp_1        16384  16384
clkinvlp_4          0     47
diode_2             0    494
o22ai_1          2248   2248
clkbuf_16           0   1725
nor4_1            334    314
nand2_1           288    255
nand3_1           202    202
o221ai_1           30     30
a21oi_1           124    124
buf_4              49   2298
o2111ai_1         184    184
o22a_1             91     91
a31oi_1            56     56
clkinv_2            0    319
[power groups by stage]
stage | combinational [uW] | clock (uW) | sequential [uW]
4_1_cts | 1080 | 10400 | 12900
5_1_grt | 1150 | 10800 | 12900
6_report | 1090 | 10300 | 12900
[kinds of logic after synthesis]
logic type	after synthesis	share of synthesized area (%)
and+or+nand+nor	3026	2.20
muxes	7026	14.0
buffers and inverters	1979	1.37
DFF	16400	78.6
AOI/OAI and AO/OA	3717	3.82
[synthesized netlist by cell type, drive strengths merged, types with 5 or more instances]
master / number
o221ai: 30
nand4bb: 5
o311ai: 15
o211ai: 18
and3: 19
nor4: 334
a211oi: 13
edfxtp: 16384
nor2: 1568
clkbuf: 951
a221oi: 6
o2111ai: 184
dfxtp: 16
and2: 19
o22ai: 2248
nand2: 288
o21a: 13
nor3: 368
a31oi: 56
nand4: 86
a22o: 16
mux4: 1384
a21oi: 124
nand2b: 5
o2111a: 15
or4: 76
or3: 23
a2111oi: 6
a22oi: 345
o21ai: 521
buf: 1026
mux2i: 5623
nand3: 202
mux2: 19
nor2b: 11
o22a: 91
[registers in the layout, indices dropped and copies added (netlist names)]
signal and count:
memory 16384, o_ram_data_out 16
[per-stage QoR]
step,std cells,total power [uW]
after detailed placement,60223,14200
after floorplan,32148,13600
final,63725,24300
after global placement,60223,14200
after global routing,63575,24900
after CTS,63231,24400
[worst paths after layout]
| kind | start | end | slack (ps) | depth (start not counted) |
|---|---|---|---|---|
| min | memory[835][0] | o_ram_data_out[0] | 970 | 5 |
| max | i_addr[1] | o_ram_data_out[9] | 37840 | 18 |
| min reg2reg | memory[835][0] | o_ram_data_out[0] | 970 | 5 |
| max reg2reg | memory[348][4] | o_ram_data_out[4] | 53180 | 8 |
[tightest hold or removal path, delay by kind of cell, from the launching register on]
kind | cells | cell delay (ps)
mux | 1 | 140
compound gates | 1 | 70
flops | 1 | 320
simple gates | 3 | 390
No activity file was given, so power comes from the tool's default toggle rates.
